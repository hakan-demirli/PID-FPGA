`design.v`:
```
`timescale 1 ns / 1 ns
module HANDMADE_PID
          (clk,
           reset_x,
           clk_enable,
           PID_OUT,
           ce_out,
           Out1);
  input   clk;
  input   reset_x;
  input   clk_enable;
  input   signed [35:0] PID_OUT;   
  output  ce_out;
  output  signed [35:0] Out1;   
  wire enb;
  wire signed [35:0] kconst;   
  reg signed [35:0] kconst_1;   
  reg signed [35:0] PID_OUT_1;   
  wire signed [71:0] Gain_mul_temp;   
  wire signed [35:0] Gain_out1;   
  reg signed [35:0] delayMatch1_reg [0:2];   
  wire signed [35:0] delayMatch1_reg_next [0:2];   
  wire signed [35:0] Gain_out1_1;   
  wire Discrete_Time_Integrator_reg_ctrl_co_1;
  reg  [0:4] delayMatch_reg;   
  wire [0:4] delayMatch_reg_next;   
  wire Discrete_Time_Integrator_reg_ctrl_de;
  wire signed [35:0] Discrete_Time_Integrator_reg_Initial_1;   
  wire signed [35:0] kconst_2;   
  reg signed [35:0] kconst_3;   
  wire signed [35:0] kconst_4;   
  reg signed [35:0] kconst_5;   
  wire signed [71:0] Gain1_mul_temp;   
  wire signed [35:0] Gain1_out1;   
  reg signed [35:0] Gain1_out1_1;   
  wire signed [35:0] Discrete_Time_Integrator_indtc;   
  reg signed [35:0] Discrete_Time_Integrator_indtc_1;   
  wire signed [71:0] gain_mul_temp_1;   
  wire signed [35:0] Discrete_Time_Integrator_u_gain;   
  reg signed [35:0] Discrete_Time_Integrator_u_gain_1;   
  wire signed [35:0] Discrete_Time_Integrator_u_dtc;   
  wire signed [35:0] Discrete_Time_Integrator_x_reg;   
  wire signed [35:0] Discrete_Time_Integrator_u_add;   
  reg signed [35:0] Discrete_Time_Integrator_reg_out;   
  wire signed [35:0] Sum_out1;   
  wire signed [35:0] Saturation_out1;   
  assign kconst = 36'sh540858E32;
  assign enb = clk_enable;
  always @(posedge clk or posedge reset_x)
    begin : HwModeRegister2_process
      if (reset_x == 1'b1) begin
        kconst_1 <= 36'sh000000000;
      end
      else begin
        if (enb) begin
          kconst_1 <= kconst;
        end
      end
    end
  always @(posedge clk or posedge reset_x)
    begin : reduced_process
      if (reset_x == 1'b1) begin
        PID_OUT_1 <= 36'sh000000000;
      end
      else begin
        if (enb) begin
          PID_OUT_1 <= PID_OUT;
        end
      end
    end
  assign Gain_mul_temp = kconst_1 * PID_OUT_1;
  assign Gain_out1 = Gain_mul_temp[62:27];
  always @(posedge clk or posedge reset_x)
    begin : delayMatch1_process
      if (reset_x == 1'b1) begin
        delayMatch1_reg[0] <= 36'sh000000000;
        delayMatch1_reg[1] <= 36'sh000000000;
        delayMatch1_reg[2] <= 36'sh000000000;
      end
      else begin
        if (enb) begin
          delayMatch1_reg[0] <= delayMatch1_reg_next[0];
          delayMatch1_reg[1] <= delayMatch1_reg_next[1];
          delayMatch1_reg[2] <= delayMatch1_reg_next[2];
        end
      end
    end
  assign Gain_out1_1 = delayMatch1_reg[2];
  assign delayMatch1_reg_next[0] = Gain_out1;
  assign delayMatch1_reg_next[1] = delayMatch1_reg[0];
  assign delayMatch1_reg_next[2] = delayMatch1_reg[1];
  assign Discrete_Time_Integrator_reg_ctrl_co_1 = 1'b1;
  always @(posedge clk or posedge reset_x)
    begin : delayMatch_process
      if (reset_x == 1'b1) begin
        delayMatch_reg[0] <= 1'b0;
        delayMatch_reg[1] <= 1'b0;
        delayMatch_reg[2] <= 1'b0;
        delayMatch_reg[3] <= 1'b0;
        delayMatch_reg[4] <= 1'b0;
      end
      else begin
        if (enb) begin
          delayMatch_reg[0] <= delayMatch_reg_next[0];
          delayMatch_reg[1] <= delayMatch_reg_next[1];
          delayMatch_reg[2] <= delayMatch_reg_next[2];
          delayMatch_reg[3] <= delayMatch_reg_next[3];
          delayMatch_reg[4] <= delayMatch_reg_next[4];
        end
      end
    end
  assign Discrete_Time_Integrator_reg_ctrl_de = delayMatch_reg[4];
  assign delayMatch_reg_next[0] = Discrete_Time_Integrator_reg_ctrl_co_1;
  assign delayMatch_reg_next[1] = delayMatch_reg[0];
  assign delayMatch_reg_next[2] = delayMatch_reg[1];
  assign delayMatch_reg_next[3] = delayMatch_reg[2];
  assign delayMatch_reg_next[4] = delayMatch_reg[3];
  assign Discrete_Time_Integrator_reg_Initial_1 = 36'sh000004000;
  assign kconst_2 = 36'sh2DD451A23;
  always @(posedge clk or posedge reset_x)
    begin : HwModeRegister_process
      if (reset_x == 1'b1) begin
        kconst_3 <= 36'sh000000000;
      end
      else begin
        if (enb) begin
          kconst_3 <= kconst_2;
        end
      end
    end
  assign kconst_4 = 36'sh406FA68B0;
  always @(posedge clk or posedge reset_x)
    begin : HwModeRegister4_process
      if (reset_x == 1'b1) begin
        kconst_5 <= 36'sh000000000;
      end
      else begin
        if (enb) begin
          kconst_5 <= kconst_4;
        end
      end
    end
  assign Gain1_mul_temp = kconst_5 * PID_OUT_1;
  assign Gain1_out1 = Gain1_mul_temp[56:21];
  always @(posedge clk or posedge reset_x)
    begin : PipelineRegister2_process
      if (reset_x == 1'b1) begin
        Gain1_out1_1 <= 36'sh000000000;
      end
      else begin
        if (enb) begin
          Gain1_out1_1 <= Gain1_out1;
        end
      end
    end
  assign Discrete_Time_Integrator_indtc = Gain1_out1_1;
  always @(posedge clk or posedge reset_x)
    begin : HwModeRegister1_process
      if (reset_x == 1'b1) begin
        Discrete_Time_Integrator_indtc_1 <= 36'sh000000000;
      end
      else begin
        if (enb) begin
          Discrete_Time_Integrator_indtc_1 <= Discrete_Time_Integrator_indtc;
        end
      end
    end
  assign gain_mul_temp_1 = kconst_3 * Discrete_Time_Integrator_indtc_1;
  assign Discrete_Time_Integrator_u_gain = {{8{gain_mul_temp_1[71]}}, gain_mul_temp_1[71:44]};
  always @(posedge clk or posedge reset_x)
    begin : PipelineRegister_process
      if (reset_x == 1'b1) begin
        Discrete_Time_Integrator_u_gain_1 <= 36'sh000000000;
      end
      else begin
        if (enb) begin
          Discrete_Time_Integrator_u_gain_1 <= Discrete_Time_Integrator_u_gain;
        end
      end
    end
  assign Discrete_Time_Integrator_u_dtc = Discrete_Time_Integrator_u_gain_1;
  assign Discrete_Time_Integrator_u_add = Discrete_Time_Integrator_x_reg + Discrete_Time_Integrator_u_dtc;
  always @(posedge clk or posedge reset_x)
    begin : Discrete_Time_Integrator_reg_process
      if (reset_x == 1'b1) begin
        Discrete_Time_Integrator_reg_out <= 36'sh000000000;
      end
      else begin
        if (enb) begin
          Discrete_Time_Integrator_reg_out <= Discrete_Time_Integrator_u_add;
        end
      end
    end
  assign Discrete_Time_Integrator_x_reg = (Discrete_Time_Integrator_reg_ctrl_de == 1'b0 ? 
    Discrete_Time_Integrator_reg_Initial_1 :
              Discrete_Time_Integrator_reg_out);
  assign Sum_out1 = Gain_out1_1 + Discrete_Time_Integrator_x_reg;
  assign Saturation_out1 = (Sum_out1 > 36'sh009C40000 ? 36'sh009C40000 :
              (Sum_out1 < 36'sh000000000 ? 36'sh000000000 :
              Sum_out1));
  assign Out1 = Saturation_out1;
  assign ce_out = clk_enable;
endmodule   
```
`config.mk`:
```
export PLATFORM = sky130hd
export DESIGN_NAME = HANDMADE_PID
export DESIGN_NICKNAME = HANDMADE_PID
export VERILOG_FILES = /design/flow/design.v
export SDC_FILE = /design/flow/constraint.sdc
export NUM_CORES = 4
export LEC_CHECK = 1
export CORE_UTILIZATION = 50
```
`run.sh`:
```
#!/bin/bash
# OpenROAD 26Q1-2900-gdf79404cd8, Yosys 0.63+post, stock flow scripts
make -C /OpenROAD-flow-scripts/flow DESIGN_CONFIG=/design/flow/config.mk WORK_HOME=/design/flow/orfs finish
```
`constraint.sdc`:
```
current_design HANDMADE_PID

set clk_period 29.6
set clk_io_pct 0.2

create_clock -name clk0 -period $clk_period [get_ports {clk}]

set non_clock_inputs [all_inputs -no_clocks]
set_input_delay [expr $clk_period * $clk_io_pct] -clock clk0 $non_clock_inputs
set_output_delay [expr $clk_period * $clk_io_pct] -clock clk0 [all_outputs]
```
==> results_slide.txt <==
Physical Implementation Snapshot

Floorplan
  • Floorplan-stage core utilization: 0.504
  • Core area: 133000 sq um
  • Die width: 369 um
  • Row count: 134
  • Top Ports: ~76
  • Die y size: 369 um
  • Die ar.: 136000 sq um

Clock network
  • Hold_buf cts: 0
  • Clock transition at path regs: ~60 ps
  • CTS Buf Count: 37
  • PostCTS Resize Cnt: 0
  • Root Buffer: clkbuf_16
  • Setup bufs post-CTS: 0
  • Clk sinks: 284
  • Late-Pin Clk Latency: 640 ps
  • Bufs on Longest Clock Path: 3
  • Htree depth: 2
  • CTS tree: built

Cells and area
  • Final Util: 0.536
  • Post-route cell area: just over 70000 sq um
  • Fillers: about 12000
  • Area growth, synth to finish: 6.37%
  • Max FFs per register: 108
  • Layout cells sized above 1: 0.0680
  • Most frequent cells in the layout: inv_1 (2095), fa_1 (1248), ha_1 (1147)
  • Register area: 7110 sq um
  • Logic area: 51800 sq um
  • Fin cells: 8506
  • Dominant logic cell type in the layout: inv_1

Worst setup path
  • Worst EP required: 23680 ps
  • Crit end category: primary output
  • Critical-path maximum fanout: 43
  • Worst path top cell family by delay: buffers and inverters
  • Kind of critical path: in2out
  • Buf/Inv on CP: 2
  • Slowest stage delay, CP: about 530 ps
  • Slowest CP cell: clkdlybuf4s50_1
  • Setup crit start kind: primary input
  • CP Cell Sequence: buf_8 -> clkdlybuf4s50_1
  • Worst Path Arrival: 6720 ps

Run status
  • Outcome: finished, final reports clean

Timing
  • Slew Viols, Final: 0
  • Setup TNS: 0 ps
  • Slew HR: 0.433
  • Final Hold Fails: 0
  • Cycle use final: 0.427
  • Final Setup Violations: 0
  • Peak Freq: roughly 79 MHz
  • Fin crit period: around 13000 ps
  • Worst Max-Slew Pin Slew: 844 ps
  • Clock skew: 72.2 ps
  • Unrepaired setup endpoints after global routing: no

Placement
  • Placed inst area: roughly 70000 sq um
  • Placed Cells incl. Taps: 8440
  • DP HPWL: 158 mm
  • Final RePlAce weighted congestion: 0.984
  • Port Buffer Count: between 60 and 70

Detailed routing
  • DR DRC count: 0
  • Final ANT Viol Nets: 0
  • Via count: 43356
  • Initial DRC count: 2046
  • Antenna diodes: 0
  • Total routed wirelength: between 150 and 200 mm
  • Via density per instance: 5.10
  • DR pass1 iterations: 5
  • DR WL/cell: roughly 22 um

Synth
  • Flip-flops with a built-in enable: 0
  • Syn_area_per_cell: 10.1 sq um
  • Cell Type Count: 92
  • Main synth FF type: dfrtp_1
  • Ys flops: 284
  • Synth warnings: 2
  • Synthesized instance count: about 6600
  • Post-synthesis sequential area ratio: 0.106
  • Synthesized area: 67200 sq um
  • Yosys chip area: 67200 sq um
  • FFs w/ async S/R, synth: 1.00
  • Number of cells in Yosys stat: 6623

Flow run
  • Tool warning count: 63
  • Number of max-capacitance violations reported: 0

GRT
  • Largest net degree at the start of global routing: 62
  • Vias in the first global route: between 40000 and 50000
  • Initial antenna violation count: 5
  • Remaining global-route overflow: 0
  • Total track usage: 0.305
  • First-pass GRT wire length: 286 mm

Min path
  • Hold Path Class: reg2reg
## layer usage
metal  global-route usage  wire (um)
met2                0.459      84000
met3                0.111      16700
met4               0.0764       6400
met1                0.443      76100
met5              0.00249         75
## metrics by stage
step | setup slack, ps | hold WS, ps
4_1_cts | 16930 | 478
6_report | 16960 | 475
5_1_grt | 16910 | 499
2_1_floorplan | 15840 | 439
3_5_place_dp | 16940 | 466
3_3_place_gp | 16940 | 456
## worst register-to-register path, delay by kind of cell (launching register included)
kind,cells,cell delay (ps)
AND/OR/NAND/NOR,5,1870
XOR/XNOR,1,520
AND-OR/OR-AND,6,1230
buffers and inverters,8,1660
flip-flops,1,710
adder cells (fa/ha/maj),9,3650
## kinds of logic (layout without fill, tap and decap cells)
group / count (synthesis) / after routing / synth area share
fa+ha+maj: 2395 / 2395 / 0.585
buf+inv: 2196 / 2304 / 0.124
compound gates: 634 / 634 / 0.0619
simple gates: 634 / 634 / 0.0514
flops: 284 / 284 / 0.106
mux: 257 / 257 / 0.0429
xor+xnor: 221 / 221 / 0.0289
other cells: 2 / 9 / 0.000112
## final cells by class
| class | count | area share |
|---|---|---|
| Timing Repair Buffer | 139 | 0.0170 |
| Tap cell | 1768 | 0.0309 |
| Clock buffer | 46 | 0.0141 |
| Sequential cell | 284 | 0.0995 |
| Inverter | 2099 | 0.110 |
| Clock inverter | 20 | 0.00326 |
| Multi-Input combinational cell | 4150 | 0.725 |
## synth_stat cells (34+ instances only)
cell type | count | area [sq um]
fa_1 | 1248 | 25000
dfrtp_1 | 284 | 7110
mux2_2 | 248 | 2790
nand3_1 | 41 | 205
ha_1 | 1147 | 14400
clkbuf_1 | 76 | 285
and2_1 | 91 | 569
a21oi_1 | 192 | 961
inv_1 | 2098 | 7880
a21o_1 | 99 | 743
xor2_1 | 75 | 657
o21bai_1 | 35 | 263
o21ai_0 | 111 | 556
nand2_1 | 163 | 612
nand4_1 | 34 | 213
xnor2_1 | 145 | 1270
nor2_1 | 106 | 398
## worst paths after layout
check / cells past startpoint / slack, ps / start / end
worst max-delay path: 2 / 16960 / clk_enable / ce_out
worst min-delay path: 2 / 470 / Discrete_Time_Integrator_reg_out[16] / Discrete_Time_Integrator_reg_out[16]
worst max register to register: 29 / 19850 / delayMatch_reg[0] / delayMatch1_reg[0][13]
worst min register to register: 2 / 470 / Discrete_Time_Integrator_reg_out[16] / Discrete_Time_Integrator_reg_out[16]
max in group asynchronous: 6 / 21050 / reset_x / delayMatch_reg[0]
min in group asynchronous: 2 / 5730 / reset_x / delayMatch1_reg[2][3]
